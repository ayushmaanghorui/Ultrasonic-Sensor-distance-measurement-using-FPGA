--- /design/flow/run.sh ---
#!/bin/bash
# OpenROAD 26Q1-2900-gdf79404cd8, Yosys 0.63+post, stock flow scripts
make -C /OpenROAD-flow-scripts/flow DESIGN_CONFIG=/design/flow/config.mk WORK_HOME=/design/flow/orfs finish
--- /design/flow/config.mk ---
export PLATFORM = sky130hd
export DESIGN_NAME = t1b_ultrasonic
export DESIGN_NICKNAME = t1b_ultrasonic
export VERILOG_FILES = /design/flow/design.v
export SDC_FILE = /design/flow/constraint.sdc
export NUM_CORES = 4
export LEC_CHECK = 1
export CORE_UTILIZATION = 50
--- /design/flow/constraint.sdc ---
current_design t1b_ultrasonic

set clk_period 19.1
set clk_io_pct 0.2

create_clock -name clk0 -period $clk_period [get_ports {clk_50M}]

set non_clock_inputs [all_inputs -no_clocks]
set_input_delay [expr $clk_period * $clk_io_pct] -clock clk0 $non_clock_inputs
set_output_delay [expr $clk_period * $clk_io_pct] -clock clk0 [all_outputs]
--- /design/flow/design.v ---
module t1b_ultrasonic(
    input clk_50M, reset, echo_rx,
    output reg trig,
    output op,
    output wire [15:0] distance_out
);
initial begin
    trig = 0;
end
parameter TRIG_CYCLES  = 501;    
parameter STAB_CYCLES  = 50;     
parameter DELAY_CYCLES = 600_000;  
parameter INIT       = 3'd0,	 
          TRIG_STATE = 3'd1,
          ECHO_WAIT  = 3'd2,
          MEASURE    = 3'd3,
          DELAY      = 3'd4;
reg [2:0] state = INIT;      	 
reg [19:0] counter = 0;          
reg [16:0] echo_counter = 0;     
reg [15:0] distance_reg = 0;     
assign distance_out = distance_reg;			 
assign op = (distance_reg <= 16'd70) ? 1'b1 : 1'b0;  
always @(posedge clk_50M or negedge reset) 
begin
    if(!reset) begin    
        state <= INIT;
        counter <= 0;
        echo_counter <= 0;
        trig <= 0;
        distance_reg <= 0;
    end
    else begin
        case(state)		 
            INIT: begin						
                trig <= 0;		 
                if(counter < STAB_CYCLES-1)
                    counter <= counter + 1;		 
                else begin
                    counter <= 0;
                    state <= TRIG_STATE;		 
                end
            end
            TRIG_STATE: begin
                trig <= (counter > 0) ? 1 : 0;	 
                if(counter < TRIG_CYCLES)
                    counter <= counter + 1;		 
                else begin
                    counter <= 0;    
                    trig <= 0;
                    state <= ECHO_WAIT;
                end
            end
            ECHO_WAIT: begin
                if(echo_rx) begin		
                    echo_counter <= 0;   
                    state <= MEASURE;	
                end
            end
            MEASURE: begin
                if(echo_rx) begin
                    echo_counter <= echo_counter + 1;		 
                end
                else begin
                    distance_reg <= ((echo_counter ) / 294) - 1;  
                    state <= DELAY;
                    counter <= 0; 
                end
            end
            DELAY: begin
                if(counter < DELAY_CYCLES-1-echo_counter+50)  
                    counter <= counter + 1; 
                else begin
                    counter <= 0;
                    state <= TRIG_STATE;   
                end
            end
        endcase
    end
end
endmodule
==> out/qor.json <==
{
  "sta": {
    "layout_worst_path_cycle_share_pct": 67.1,
    "holdWs_ns": 0.508,
    "clock.fmax_mhz": 78.0,
    "setup_skew_after_layout_ns": 0.00702,
    "worst-slew-pin-transition_ns": 1.13,
    "slew_headroom_pct": 24.4,
    "final_hold_viol_count": 0,
    "finalWorstPathRequiredPeriod_ns": 12.82,
    "rsz0062_at_grt": "false",
    "setup_total_negative_slack_ns": 0,
    "report.final.slew_viol_count": 0,
    "finalSetupViolCount": 0,
    "setup_ws_ns": 6.28
  },
  "floorplanning": {
    "chip_area_um2": 19000,
    "num_io_pins": 21,
    "area_of_the_core_um2": 18000,
    "die_y_size_um": 138,
    "num_rows": 49,
    "floorplan.die.width_um": 138,
    "initial_utilization_pct": 51.3
  },
  "setup_path": {
    "worst_ep_required_time_ns": 19.31,
    "cp_slowest_cell": "a22oi_1",
    "r2r_setup_slack_ns": 6.28,
    "critPathTopFamily": "AND-OR/OR-AND gates",
    "critical-path-top-cell-by-count": "nand2_1",
    "worst-path-max-fanout": 21,
    "worstSetupStartpointType": "register",
    "critical_path_class": "reg -> reg",
    "cp_data_arrival_time_ns": 13.02,
    "cp-end-kind": "register",
    "max_stage_delay_ns": 0.85,
    "sum_of_buffers_and_inverters_on_the_critical_path": 2
  },
  "drt": {
    "via_count_of_the_routed_design": 9810,
    "drt_iter0_drc": 998,
    "drc": 0,
    "met3_wirelength_um": 2180,
    "detailroute.wirelength.met2_um": 13000,
    "detail_route.first_pass.iterations": 5,
    "drt-met1-wl_um": 14200,
    "wl_per_cell_um": 19.9,
    "drtAntennaViolNets": 0,
    "route.antenna.diode_count": 0,
    "top_layer_in_use": "met4",
    "route.final.wire_length_um": 29900,
    "post_drt_via_cell_ratio": 6.54
  },
  "clock_network": {
    "clockBufferDepth": 2,
    "ctsHtreeMaxLevel": 3,
    "postCtsSetupBuffers": 0,
    "cts_root_buffer": "clkbuf_16",
    "cts-buffers-inserted": 9,
    "clk_pin_slew_ns": 0.06,
    "cts-resized-gates": 0,
    "tritoncts_num_sinks": 57,
    "tritoncts": "done",
    "number_of_hold_buffers_added_after_cts": 0,
    "clk_latency_ns": 0.33
  },
  "power_and_ir_drop": {
    "sw_frac_of_total_pct": 20.7,
    "total_power_mw": 0.315,
    "max-vdd-ir-drop_uv": 49.7,
    "seq_power_share_pct": 38.3,
    "pwr-share-clk_pct": 60.7,
    "pwr_density_cell_nw_per_um2": 31.8,
    "switching_component_of_the_power_mw": 0.0653,
    "share_comb_of_total_power_pct": 1.0,
    "power.leakage_nw": 3.91,
    "p_int_mw": 0.250
  },
  "yosys": {
    "sequential_element_share_of_the_synthesized_area_pct": 15.4,
    "synthesized_area_fraction_occupied_by_and_or_nand_nor_cells_pct": 28.4,
    "synthesis.area_um2": 9240,
    "logic_family": "AND-OR/OR-AND gates",
    "post_synth_fa_ha_maj_area_fraction_pct": 4.47,
    "synth.yosys.warnings": 1,
    "share_of_synthesized_registers_carrying_an_async_set_or_reset_pct": 100,
    "ys_cells": 1278,
    "synth_flop_count": 57,
    "ys_types": 111,
    "synthFlopType": "dfrtp_1",
    "ys_sh_aoi_pct": 33.1,
    "edf_count": 0,
    "synth.yosys.chip_area_um2": 9240,
    "syn_area_per_cell_um2": 7.23,
    "ys_sh_mux_pct": 3.72,
    "synth.cellmix.xorXnorShare_pct": 9.93,
    "syn-instance-count": 1278
  },
  "run": {
    "drv.max_cap_violation_count": 0,
    "total_number_of_warnings_across_the_stage_logs": 34
  },
  "status": {
    "outcome": "finished, final reports clean"
  },
  "cells_and_area": {
    "syn2layout_area_growth_pct": 7.45,
    "fin_cells": 1500,
    "post_route_cells_drive_above_1_share_pct": 8.89,
    "largest_reg_flops": 20
  },
  "grt": {
    "grt_pass1_vias": 8583,
    "overflow_after_grt": 0,
    "grt_util_all_layers_pct": 32.9,
    "antenna_violations_before_repair": 0,
    "pin_count_of_the_biggest_net_entering_global_routing": 49,
    "grt_pass1_wl_um": 48000
  },
  "placed_design": {
    "globalplace.congestion": 1.01,
    "dp_slack_ns": 6.53,
    "number_of_buffers_added_on_ports": 20,
    "dp_hpwl_um": 23000,
    "dp_cells": 1484
  },
  "worst_hold_path": {
    "hold_path_class": "reg -> reg"
  }
}
==> per-layer routing <==
| layer | global-route usage, % | vias to the layer above |
|---|---|---|
| met3 | 5.29 | 39 |
| met1 | 51.4 | 4607 |
| met4 | 5.37 | 0 |
| met2 | 48.9 | 359 |
| li1 | - | 4805 |
| met5 | 0 | - |
==> synth_stat cells, drive strengths merged (7+ instances only) <==
master / count / area, um2
mux2: 11 / 131
buf: 33 / 210
and3: 27 / 169
o21ai: 129 / 664
nor2: 116 / 450
nand2b: 17 / 106
mux2i: 20 / 213
a2111oi: 9 / 125
a31oi: 19 / 125
o211ai: 16 / 130
a211oi: 16 / 135
xnor2: 77 / 674
inv: 24 / 90.1
a21o: 14 / 105
o21a: 10 / 82.6
and2: 13 / 81.3
xor2: 26 / 243
nand4: 22 / 138
o211a: 7 / 77.6
a21boi: 13 / 97.6
nor4: 23 / 156
nand2: 131 / 504
ha: 33 / 413
nor3: 62 / 325
o22ai: 14 / 87.6
o31ai: 19 / 153
dfrtp: 57 / 1430
a21oi: 82 / 414
nand3: 37 / 185
nor2b: 12 / 75.1
or2: 7 / 43.8
or3: 12 / 75.1
clkbuf: 38 / 144
a22oi: 14 / 110
==> final cells by class <==
type | count | area [um2]
Fill cell | 1804 | 8100
Multi-Input combinational cell | 1123 | 7360
Sequential cell | 57 | 1430
Timing Repair Buffer | 48 | 405
Tap cell | 229 | 287
Clock buffer | 9 | 225
Clock inverter | 7 | 125
Inverter | 27 | 101
==> final timing paths <==
| path | endpoint | depth (start not counted) | start |
|---|---|---|---|
| max | distance_reg[6] | 36 | echo_counter[7] |
| max reg2reg | distance_reg[6] | 36 | echo_counter[7] |
| max in group asynchronous | distance_reg[0] | 2 | reset |
| min | distance_reg[2] | 2 | distance_reg[2] |
| min in group asynchronous | counter[18] | 1 | reset |
| min reg2reg | distance_reg[2] | 2 | distance_reg[2] |
==> placed cells by master, fill, tap and decap left out, types with 6 or more instances in the layout <==
master / instances
a31oi_1: 18
o211ai_1: 14
ha_1: 33
nand2b_1: 17
and2_1: 13
nand4_1: 22
nor2_1: 112
o22ai_1: 14
o31ai_1: 17
a22oi_1: 13
a211oi_1: 13
xnor2_1: 77
nand3b_1: 6
and3_1: 27
nand3_1: 37
a21oi_1: 81
or3_1: 12
clkbuf_16: 9
a221o_1: 6
clkdlybuf4s50_1: 19
a21o_1: 14
inv_1: 24
mux2_2: 8
dfrtp_1: 57
o21a_1: 9
nand2_1: 128
buf_4: 28
o21ai_0: 114
mux2i_1: 19
nor2b_1: 12
nor4_1: 21
o21ai_1: 10
xor2_1: 24
o41ai_1: 6
a21boi_0: 8
nor3_1: 59
==> worst reg2reg max path: cells and delay by family (launching register included) <==
kind	cells	cell delay, ns
buffers and inverters	2	0.70
adders and majority gates	2	0.61
DFF	1	0.83
AOI/OAI and AO/OA	12	4.66
muxes	1	0.35
xor gates and xnor gates	5	1.82
and+or+nand+nor	14	3.74
==> power groups by stage <==
stage	combinational [mW]	sequential, mW	clock, mW
after global routing	0.00375	0.121	0.200
final	0.00316	0.121	0.191
after CTS	0.00338	0.121	0.194
==> kinds of logic (layout without fill, tap and decap cells) <==
logic type / after synthesis / count (layout)
DFF: 57 / 57
adders and majority gates: 33 / 33
buffers and inverters: 98 / 91
AOI/OAI and AO/OA: 443 / 443
and+or+nand+nor: 513 / 513
muxes: 31 / 31
xor gates and xnor gates: 103 / 103
==> per-stage QoR <==
stage | area [um2] | utilization [%]
6_report | 9930 | 55.1
2_1_floorplan | 9240 | -
5_1_grt | 9930 | 55.1
4_1_cts | 9930 | 55.1
3_5_place_dp | 9580 | 53.1
3_3_place_gp | 9580 | 53.1
No activity file was given, so power comes from the tool's default toggle rates.
